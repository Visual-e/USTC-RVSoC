**design/flow/run.sh**
```bash
#!/bin/bash
# OpenROAD 26Q1-2900-gdf79404cd8, Yosys 0.63+post, stock flow scripts
make -C /OpenROAD-flow-scripts/flow DESIGN_CONFIG=/design/flow/config.mk WORK_HOME=/design/flow/orfs finish
```
**design/flow/config.mk**
```make
export PLATFORM = sky130hd
export DESIGN_NAME = user_uart_tx
export DESIGN_NICKNAME = user_uart_tx
export VERILOG_FILES = /design/flow/design.v
export SDC_FILE = /design/flow/constraint.sdc
export NUM_CORES = 4
export LEC_CHECK = 1
export CORE_UTILIZATION = 40
export SYNTH_MEMORY_MAX_BITS = 65536
```
**design/flow/constraint.sdc**
```tcl
current_design user_uart_tx

set clk_period 2058.0
set clk_io_pct 0.2

create_clock -name clk0 -period $clk_period [get_ports {clk}]

set non_clock_inputs [all_inputs -no_clocks]
set_input_delay [expr $clk_period * $clk_io_pct] -clock clk0 $non_clock_inputs
set_output_delay [expr $clk_period * $clk_io_pct] -clock clk0 [all_outputs]
```
**design/flow/design.v**
```verilog
interface naive_bus();
    logic  rd_req, rd_gnt;
    logic  [3:0]  rd_be;
    logic  [31:0] rd_addr, rd_data;
    logic  wr_req, wr_gnt;
    logic  [3:0]  wr_be;
    logic  [31:0] wr_addr, wr_data;
    modport master(
        output rd_req, rd_be, rd_addr,
        input  rd_data, rd_gnt,
        output wr_req, wr_be, wr_addr, wr_data,
        input  wr_gnt
    );
    modport slave(
        input  rd_req, rd_be, rd_addr,
        output rd_data, rd_gnt,
        input  wr_req, wr_be, wr_addr, wr_data,
        output wr_gnt
    );
endinterface
module ram(             
    input  logic clk,
    input  logic i_we,
    input  logic [ 9:0] i_waddr, i_raddr,
    input  logic [ 7:0] i_wdata,
    output logic [ 7:0] o_rdata
);
initial o_rdata = 8'h0;
logic [7:0] data_ram_cell [0:1023];
always @ (posedge clk)
    o_rdata <= data_ram_cell[i_raddr];
always @ (posedge clk)
    if(i_we) 
        data_ram_cell[i_waddr] <= i_wdata;
endmodule
module user_uart_tx #(
    parameter  UART_TX_CLK_DIV = 434     
)(
    input  logic     clk, rst_n,
    output logic     o_uart_tx,
    naive_bus.slave  bus
);
localparam TX_CNT = 5'd19;
logic [ 9:0] fifo_rd_pointer=10'h0, fifo_wr_pointer=10'h0, fifo_len;
logic fifo_full, fifo_empty;
logic rd_addr_valid, wr_addr_valid;
logic [31:0] cnt = 0;
logic [ 4:0] tx_cnt = 0;
logic [ 7:0] tx_shift = 8'h0;
logic [ 7:0] fifo_rd_data;
initial o_uart_tx = 1'b1;
assign rd_addr_valid = (bus.rd_addr[31:2] == 30'h0);
assign wr_addr_valid = (bus.wr_addr[31:2] == 30'h0);
assign fifo_len = fifo_wr_pointer - fifo_rd_pointer;
assign fifo_empty = (fifo_len==10'h000);
assign fifo_full  = (fifo_len==10'h3ff);
assign bus.rd_gnt = bus.rd_req;
always @ (posedge clk or negedge rst_n)
    if(~rst_n)
        bus.rd_data <= 0;
    else begin
        if(bus.rd_req & rd_addr_valid)
            bus.rd_data <= {22'h0, fifo_len};
        else
            bus.rd_data <= 0;
    end
always_comb
    if(bus.wr_req) begin
        if(wr_addr_valid && bus.wr_be[0]) begin
            bus.wr_gnt <= ~fifo_full;
        end else begin
            bus.wr_gnt <= 1'b1;
        end
    end else begin
        bus.wr_gnt <= 1'b0;
    end
always @ (posedge clk or negedge rst_n)
    if(~rst_n) begin
        fifo_wr_pointer <= 10'h0;
    end else begin
        if(bus.wr_req & wr_addr_valid & bus.wr_be[0] & ~fifo_full) begin
            fifo_wr_pointer <= fifo_wr_pointer + 10'h1;
        end
    end
always @ (posedge clk or negedge rst_n)
    if(~rst_n)
        cnt <= 0;
    else
        cnt <= (cnt<UART_TX_CLK_DIV-1) ? cnt+1 : 0;
always @ (posedge clk or negedge rst_n)
    if(~rst_n) begin
        fifo_rd_pointer <= 10'h0;
        o_uart_tx       <= 1'b1;
        tx_shift        <= 8'h00;
        tx_cnt          <= 5'h0;
    end else begin
        if(tx_cnt>5'd0) begin
            if(cnt==0) begin
                if(tx_cnt==TX_CNT) begin
                    {tx_shift, o_uart_tx} <= ~{fifo_rd_data, 1'b1};
                    fifo_rd_pointer <= fifo_rd_pointer + 10'h1;
                end else begin
                    {tx_shift, o_uart_tx} <= {1'b0, tx_shift[7:1], ~tx_shift[0]};
                end
                tx_cnt <= tx_cnt - 5'd1;
            end
        end else begin
            o_uart_tx <= 1'b1;
            tx_cnt <= fifo_empty ? 5'd0 : TX_CNT;
        end
    end
ram ram_for_uart_tx_fifo_inst(
    .clk       ( clk              ),
    .i_we      ( bus.wr_req & wr_addr_valid & bus.wr_be[0] & ~fifo_full ),
    .i_waddr   ( fifo_wr_pointer  ),
    .i_wdata   ( bus.wr_data[7:0] ),
    .i_raddr   ( fifo_rd_pointer  ),
    .o_rdata   ( fifo_rd_data     )
);
endmodule
```
==> job_summary.md <==
## PnR job results

| Metric | Value |
|---|---|
| Final clock skew | 0.0112 ns |
| Max IR drop VDD | approximately 0.00037 mV |
| Die area | 0.00655 mm^2 |
| Area share, top type | 55.2% |
| Setup-failing EPs final | 0 |
| Worst min-delay path class | reg2reg |
| Worst setup SP type | register |
| Row cnt | 28 |
| Port-buffer cells | 2 |
| Fmax | 0.00242 GHz |
| Initial antenna violation count | 0 |
| Worst-path fanout max | 2 |
| Vias per Instance | roughly 4.7 |
| Setup_tns | 0 ns |
| Post-synth regs | about 56 |
| Hpwl dp | approximately 2.3 mm |
| I/O pins | 3 |
| GP Congestion | about 0.74 |
| Part of the cycle the worst path needs | approximately 20% |
| Initial DRC Count | roughly 100 |
| Core Util at FP | 41.9% |
| Cell Type Count | 43 |
| Reg clk slew, reported paths | 0.10 ns |
| Fraction of layout cells with a size suffix above 1 | 11.6% |
| First-pass GRT wire length | 6.52 mm |
| Reg2Reg Setup Slack | slightly above 2000 ns |
| Dominant register cell | dfrtp_1 |
| Hold-fix buffers, CTS | 0 |
| DR pass1 iterations | 4 |
| Vias in the first global route | 1437 |
| Tool Warnings | 29 |
| # resized after CTS | 0 |
| WS Path Type | reg2out |
| Mapped Area | 0.00249 mm^2 |
| Post-synth EDFFs | 0 |
| Slew Viols, Final | 0 |
| Synth area leaders | dfrtp_1 55%, nor4_4 4.3%, nor2_1 3.6% |
| Yosys cell count | 205 |
| Sink Count | about 56 |
| Arrival @ worst endpoint | 1.29 ns |
| CTS Root Cell | clkbuf_8 |
| Slew HR | 47.6% |
| Final Hold Vio Count | 0 |
| Vias | between 1k and 1.5k |
| Yosys synthesis warning count | ~44 |
| WL per Instance | 11.6 um |
| RSZ-0062 raised after global routing | false |
| Hold WS | roughly 0.46 ns |
| Synthesized instance count | between 200 and 250 |
| Status | finished clean |
| Worst path cell trace | clkdlybuf4s50_1 |
| Cell accounting for the most synthesized area | dfrtp_1 |
| Crit path buf inv count | 1 |
| Width of the die | 81.0 um |
| Largest net degree at the start of global routing | between 50 and 60 |
| Num CTS Buffers | 5 |
| Die y size | 81.0 um |
| Required time of the worst setup path | 1646.40 ns |
| Max-cap violation count | 0 |
| Layout area overhead | 10.4% |
| Register share after synthesis | 56.2% |
| Post-CTS Setup Repair Bufs | 0 |
| Clk latency late pin | 0.30 ns |
| Core Area | 0.00596 mm^2 |
| Residual DRC | 0 |
| Diode count | 0 |
| Slowest stage delay, CP | 0.54 ns |
| Power density cells | 0.649 mW/mm^2 |
| Yosys chip area | 0.00249 mm^2 |
| Post-synthesis async set-or-reset flop share | 100% |
| Remaining Overflow, GRT | 0 |
| Worst-case clock buffer depth | 2 |
| Final worst path period need | 412.89 ns |
| Drt total wl | 3.58 mm |
| Syn Area/Cell | 12.2 um^2 |
| Worst slew pin tran | about 0.78 ns |
| Worst-path cell with the longest stage delay | dfstp_2 |
| Static Leak | 1.27 nW |
| CTS tree | yes |
| Global router's overall resource usage | 13.1% |
| CP endpoint kind | output pin |
| H-tree depth | 2 |
| Top Family by Delay on Critical Path | flip-flops |
| Final ANT Viol Nets | 0 |
## stage by stage
stage / std cells / cell area (um^2) / worst slack, ns / power, mW / util (%)
floorplan: 227 / 2580 / 1645.92 / 0.00117 / -
global placement: 300 / 2660 / 1645.46 / 0.00119 / 44.6
detailed placement: 300 / 2660 / 1645.45 / 0.00119 / 44.6
CTS: 308 / 2750 / 1645.10 / 0.00182 / 46.2
global route: 308 / 2750 / 1645.07 / 0.00187 / 46.2
finish: 308 / 2750 / 1645.11 / 0.00179 / 46.2
## per-layer routing
layer / vias up / track usage, % / part of all wire [%]
li1: 734 / - / -
met1: 695 / 20.8 / 51
met2: 24 / 20.2 / 44
met3: 6 / 2.05 / 3.1
met4: 0 / 1.79 / 1.4
met5: - / 0 / 0
## final timing paths
| kind | from | endpoint | depth (start not counted) |
|---|---|---|---|
| worst max-delay path | o_uart_tx$_DFFE_PN1P_ | o_uart_tx | 1 |
| worst min-delay path | tx_shift[0]$_DFFE_PN0P_ | o_uart_tx$_DFFE_PN1P_ | 1 |
| worst max register to register | cnt[0]$_DFF_PN0_ | tx_shift[2]$_DFFE_PN0P_ | 6 |
| worst min register to register | tx_shift[0]$_DFFE_PN0P_ | o_uart_tx$_DFFE_PN1P_ | 1 |
| max in group asynchronous | rst_n | cnt[1]$_DFF_PN0_ | 2 |
| min in group asynchronous | rst_n | tx_shift[0]$_DFFE_PN0P_ | 2 |
## layout make-up
class	count	area (um^2)
clock buffer	7	86.3
fill	550	3200
sequential	56	1400
tap	75	93.8
inverter	19	71.3
clock inverter	1	7.51
multi-input combinational	147	1070
timing repair buffer	3	22.5
## state kept, by name, indices dropped and copies added, names as in the netlist
register,cells
cnt,32
fifo_rd_pointer,10
tx_shift,8
tx_cnt,5
o_uart_tx,1
## Yosys cell counts (all sizes together), types with 6 or more instances
library cell / instances
dfrtp: 55
nor2: 24
inv: 19
nor4: 12
nor3: 10
xor2: 9
nand2: 8
nand3: 8
ha: 7
mux2i: 7
nand4: 7
xnor2: 6
## logic make-up after synthesis
logic type               Yosys count  share of synthesized area [%]
AND/OR/NAND/NOR                   78                           22.2
multiplexers                      10                           4.16
flip-flops                        56                           56.2
AND-OR/OR-AND                     14                           4.22
other                              1                          0.150
XOR/XNOR                          15                           5.27
buffers and inverters             24                           4.21
adder cells (fa/ha/maj)            7                           3.51
## placed cells by master, fill, tap and decap left out, drive strengths merged, types with 2 or more instances in the layout
cell type	count
o221ai	2
nor3	10
mux2	3
nor2	24
buf	2
nor4	12
xnor2	6
clkbuf	7
nand4	7
nand3	8
ha	7
xor2	9
o211ai	2
conb	23
o21ai	2
dfrtp	55
mux2i	7
nand2	8
inv	19
## power breakdown
group	leakage [nW]	internal [mW]	switching, mW	total, mW
Clock	0.0445	0.000274	0.000343	0.000618
Combinational	0.500	0.00000571	0.0000282	0.0000344
Sequential	0.726	0.00112	0.0000121	0.00114
Power figures rest on the tool's default switching activity, not on a simulated workload.
